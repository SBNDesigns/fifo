$ cat flow/config.mk
export PLATFORM = sky130hd
export DESIGN_NAME = ram
export DESIGN_NICKNAME = ram
export VERILOG_FILES = /design/flow/design.v
export SDC_FILE = /design/flow/constraint.sdc
export NUM_CORES = 4
export LEC_CHECK = 1
export CORE_UTILIZATION = 50
export SYNTH_MEMORY_MAX_BITS = 65536
$ cat flow/constraint.sdc
current_design ram

set clk_period 97.5
set clk_io_pct 0.2

create_clock -name clk0 -period $clk_period [get_ports {clk}]

set non_clock_inputs [all_inputs -no_clocks]
set_input_delay [expr $clk_period * $clk_io_pct] -clock clk0 $non_clock_inputs
set_output_delay [expr $clk_period * $clk_io_pct] -clock clk0 [all_outputs]
$ cat flow/design.v
module ram #(parameter MEM_WIDTH=16,MEM_DEPTH=1024,ADDR_SIZE=10,
              ADDR_PIPELINE="FALSE",DOUT_PIPELINE="TRUE",PARITY_ENABLE=1)(
   input [MEM_WIDTH-1:0]din,
   input [ADDR_SIZE-1:0]addr,
   input clk,rst,blk_select,rd_en,wr_en,dout_en,addr_en,
   output  [MEM_WIDTH-1:0]dout,
   output reg parity_out
              );
   reg [MEM_WIDTH-1:0]mem[MEM_DEPTH-1:0];
   reg [ADDR_SIZE-1:0]addr_reg;
   wire[ADDR_SIZE-1:0]addr_wire;
   reg [MEM_WIDTH-1:0]dout_wire,dout_reg;
   always @(posedge clk)begin
     if(addr_en)addr_reg<=addr;
     else begin 
        addr_reg<=0;end end 
    generate 
      if( ADDR_PIPELINE=="TRUE") begin
       assign addr_wire=addr_reg;
      end 
     else if(ADDR_PIPELINE=="FALSE") begin  assign addr_wire=addr; end 
    endgenerate 
   always @(posedge clk )begin
     if(dout_en)dout_reg<=dout_wire;
     else begin  
     dout_reg<=0;end end
    generate 
     if(DOUT_PIPELINE=="TRUE")  begin assign dout=dout_reg; end 
     else if(DOUT_PIPELINE=="FALSE")begin assign dout=dout_wire; end 
    endgenerate 
   always @(posedge clk)begin
   if(rst)begin 
    dout_wire<=0; parity_out<=0;
   end 
   else begin 
      if(blk_select)begin
        if(wr_en) mem[addr_wire]<=din;
        if(rd_en) dout_wire<=mem[addr_wire];
        if(PARITY_ENABLE)parity_out=~(^dout_wire);
        else parity_out=0;
         end
   end 
   end 
   endmodule
$ cat flow/run.sh
#!/bin/bash
# OpenROAD 26Q1-2900-gdf79404cd8, Yosys 0.63+post, stock flow scripts
make -C /OpenROAD-flow-scripts/flow DESIGN_CONFIG=/design/flow/config.mk WORK_HOME=/design/flow/orfs finish
==> results.yml <==
# physical design summary
logic_synthesis:
  synth.distinct_cells: 78
  sequential_area_share_after_synthesis_pct: 78.5
  synthDominantCellAreaShare_pct: 78.4
  synth-edff-count: 16384
  ys_cells: 32373
  synthesis.instances: 32373
  syn_area_um2: 628000
  area_leaders: "sky130_fd_sc_hd__edfxtp_1, sky130_fd_sc_hd__mux2i_1, sky130_fd_sc_hd__mux4_2"
  asyncSetResetFlopFracSynth_pct: 0
  synth-seq-cells: 16417
  yosysChipArea_um2: 628000
  synth.largest_area_cell: "sky130_fd_sc_hd__edfxtp_1"
  dominantRegCellSynth: "sky130_fd_sc_hd__edfxtp_1"
  syn-mean-instance-area_um2: 19.4
  yosys_warnings: 1
drt:
  dr.pass1.iters: 6
  wl_um: 2140000
  route.detailed.drc: 0
  drtIter0Drc: 24316
  via_count: 336112
  detail_route.vias_per_cell: 6.30
  ant_nets: 1
  avgRoutedWirePerCell_um: 40.2
sta:
  worst_slew_pin_slew_ps: 1350
  slew_headroom_pct: 9.68
  max_freq_mhz: 36.2
  final_hold_viol_count: 0
  post_route_minimum_period_ps: 27600
  final.period_utilization_pct: 28.3
  fin_tns_setup_ps: 0
  setup_skew_after_layout_ps: 110
  grt_setup_unrepaired: "false"
  report.final.slew_viol_count: 0
  timing.final.setup_violations: 0
run:
  tool_warnings: 85
  maxCapViolations: 0
placed_design:
  dp.final_hpwl_um: 1320000
  dpl-instance-area_um2: 663000
  numPortBuffers: 48
  gp_congestion: 0.983
  placedCellCount: 49770
floorplan:
  dieArea_um2: 1260000
  io_pins: 50
  die_y_um: 1120
  placement_rows: 411
  core-area_um2: 1250000
  floorplanUtilization_pct: 50.1
  horizontal_die_dimension_um: 1120
critical_path:
  criticalPathCategory: "primary input to register"
  critical_path_arrival_ps: 28830
  crit_end_category: "register"
  worst-endpoint-required_ps: 98730
  critPathLaunchType: "primary input"
  critical_path_peak_fanout: 75
pwr:
  p_leak_nw: 240
  power-per-cell-area_nw_per_um2: 20.6
  irDropWorstVdd_mv: 0.0194
layout:
  signed_area_change_from_the_synthesized_netlist_to_the_final_layout_pct: 14.3
  post-route-cell-area_um2: 718000
  drive_gt1_share_pct: 20.2
  largest_register_ff_count: 16384
  final-instance-count-excl-fill: 53329
  count_of_fill_cells_added_during_filler_insertion: 89845
clock_network:
  clock_path_buffers: 6
  cts-resized-gates: 0
  cts.hold.buffers_added: 0
  cts_buffer_count: 1722
  h-tree-depth: 7
  cts.sink_count: 16417
  tritoncts_clock_tree: "built"
  post-cts-setup-buffers: 0
  insertion_delay_ps: 1380
  root_buffer: "sky130_fd_sc_hd__clkbuf_16"
  clkSlewWorstSetupHoldPaths_ps: 60
grt:
  globalRouteOverflowTotal: 0
  first_global_vias: 352264
  grt_start_max_net_pins: 153
  grt_first_pass_wirelength_um: 2890000
  antenna_found_initial: 191
  grt.total_usage_pct: 38.3
outcome:
  failed_checks: "antenna rules"
  outcome: "finished with violations"
worst_hold_path:
  hp-class: "register to register"
## stage by stage
step / setup WS, ps / power (mW) / utilization (%) / hold WS [ps]
global placement: 68980 / 8.58 / 53.0 / 490
global route: 69840 / 15.1 / 57.3 / 556
CTS: 70370 / 14.8 / 57.2 / 512
finish: 69900 / 14.8 / 57.3 / 505
detailed placement: 68930 / 8.59 / 53.0 / 498
floorplan: 74620 / 8.22 / - / 437
## cell usage after synthesis (10+ instances only)
master,number
sky130_fd_sc_hd__a211oi_1,130
sky130_fd_sc_hd__a22oi_1,197
sky130_fd_sc_hd__nand2_1,337
sky130_fd_sc_hd__nor3_1,235
sky130_fd_sc_hd__a211o_1,24
sky130_fd_sc_hd__nand2b_1,11
sky130_fd_sc_hd__o22ai_1,2537
sky130_fd_sc_hd__o211ai_1,62
sky130_fd_sc_hd__a21oi_1,173
sky130_fd_sc_hd__buf_2,934
sky130_fd_sc_hd__o311a_1,10
sky130_fd_sc_hd__o21ai_0,354
sky130_fd_sc_hd__nand3_1,150
sky130_fd_sc_hd__mux4_2,1228
sky130_fd_sc_hd__buf_6,35
sky130_fd_sc_hd__or4_1,24
sky130_fd_sc_hd__nor2b_1,12
sky130_fd_sc_hd__o2111ai_1,57
sky130_fd_sc_hd__nor4_1,447
sky130_fd_sc_hd__clkbuf_1,556
sky130_fd_sc_hd__a221oi_1,58
sky130_fd_sc_hd__dfxtp_1,33
sky130_fd_sc_hd__nor2_1,1556
sky130_fd_sc_hd__xnor2_1,13
sky130_fd_sc_hd__a31oi_1,141
sky130_fd_sc_hd__nand4_1,50
sky130_fd_sc_hd__mux2i_1,5782
sky130_fd_sc_hd__buf_1,176
sky130_fd_sc_hd__mux2_2,127
sky130_fd_sc_hd__a311oi_1,20
sky130_fd_sc_hd__a22o_1,68
sky130_fd_sc_hd__edfxtp_1,16384
sky130_fd_sc_hd__and3_1,17
sky130_fd_sc_hd__and2_1,21
sky130_fd_sc_hd__buf_4,273
## layer usage
metal	share of wire [%]	global-route usage [%]	up-vias
li1	-	-	138304
met1	27	40.1	165514
met2	43	49.4	27077
met5	0.67	11.2	-
met4	6.8	19.7	296
met3	23	37.1	4921
## final timing paths
kind | from | end | slack, ps | cells after the start
max | addr[1] | dout_wire[14] | 69900 | 17
min | parity_out | parity_out | 510 | 2
max reg2reg | mem[442][9] | dout_wire[9] | 92550 | 9
min reg2reg | parity_out | parity_out | 510 | 2
## logic make-up (layout without fill, tap and decap cells)
| kind of cell | count (synthesis) | after routing | share of synthesized area (%) |
|---|---|---|---|
| XOR/XNOR | 15 | 15 | 0.0209 |
| AND/OR/NAND/NOR | 2907 | 2907 | 2.09 |
| multiplexers | 7137 | 7137 | 13.8 |
| AND-OR/OR-AND | 3919 | 3919 | 4.01 |
| other | 0 | 509 | 0 |
| buffers and inverters | 1978 | 5699 | 1.57 |
| flip-flops | 16417 | 16417 | 78.5 |
## critical path, cell delays in order
cell                        delay [ps]
sky130_fd_sc_hd__buf_16            260
sky130_fd_sc_hd__buf_4             790
sky130_fd_sc_hd__buf_4             660
sky130_fd_sc_hd__buf_4             630
sky130_fd_sc_hd__buf_4             680
sky130_fd_sc_hd__buf_4             720
sky130_fd_sc_hd__buf_4             690
sky130_fd_sc_hd__buf_4             620
sky130_fd_sc_hd__mux4_2            410
sky130_fd_sc_hd__a211o_1           300
sky130_fd_sc_hd__nor4_1            360
sky130_fd_sc_hd__o211ai_1          180
sky130_fd_sc_hd__buf_4             250
sky130_fd_sc_hd__a22oi_1           620
sky130_fd_sc_hd__buf_4             290
sky130_fd_sc_hd__o2111ai_1         640
sky130_fd_sc_hd__o31a_1            500
## area by class of cell
type / instances / area [µm²] / share of cell area (%)
sequential: 16417 / 493000 / 68.6
inverter: 2 / 22.5 / 0.00314
tap: 16726 / 20900 / 2.91
multi-input combinational: 13978 / 129000 / 17.9
antenna: 509 / 1270 / 0.177
clock inverter: 974 / 8600 / 1.20
clock buffer: 2076 / 45000 / 6.26
timing repair buffer: 2647 / 20900 / 2.91
## cells in the final DEF (no fill, tap or decap), types with 20 or more instances in the layout
| cell type | n |
|---|---|
| sky130_fd_sc_hd__a31oi_2 | 26 |
| sky130_fd_sc_hd__mux2_2 | 127 |
| sky130_fd_sc_hd__o211ai_1 | 62 |
| sky130_fd_sc_hd__nor2_1 | 775 |
| sky130_fd_sc_hd__inv_6 | 20 |
| sky130_fd_sc_hd__dfxtp_1 | 33 |
| sky130_fd_sc_hd__buf_8 | 21 |
| sky130_fd_sc_hd__nor4_1 | 437 |
| sky130_fd_sc_hd__a211o_1 | 24 |
| sky130_fd_sc_hd__clkbuf_16 | 1744 |
| sky130_fd_sc_hd__clkdlybuf4s50_1 | 21 |
| sky130_fd_sc_hd__o21ai_0 | 335 |
| sky130_fd_sc_hd__diode_2 | 509 |
| sky130_fd_sc_hd__clkinv_1 | 403 |
| sky130_fd_sc_hd__or4_1 | 23 |
| sky130_fd_sc_hd__a22oi_1 | 197 |
| sky130_fd_sc_hd__buf_12 | 61 |
| sky130_fd_sc_hd__buf_4 | 2538 |
| sky130_fd_sc_hd__o22ai_1 | 2537 |
| sky130_fd_sc_hd__a21oi_1 | 168 |
| sky130_fd_sc_hd__a221oi_1 | 56 |
| sky130_fd_sc_hd__edfxtp_1 | 16384 |
| sky130_fd_sc_hd__nand2_2 | 24 |
| sky130_fd_sc_hd__a22o_1 | 68 |
| sky130_fd_sc_hd__nand4_1 | 50 |
| sky130_fd_sc_hd__mux2i_1 | 5782 |
| sky130_fd_sc_hd__clkbuf_1 | 324 |
| sky130_fd_sc_hd__clkinv_2 | 336 |
| sky130_fd_sc_hd__a31oi_1 | 111 |
| sky130_fd_sc_hd__nand2_1 | 279 |
| sky130_fd_sc_hd__bufinv_16 | 154 |
| sky130_fd_sc_hd__a211oi_1 | 125 |
| sky130_fd_sc_hd__clkinvlp_4 | 39 |
| sky130_fd_sc_hd__nor3_1 | 228 |
| sky130_fd_sc_hd__nand3_1 | 150 |
| sky130_fd_sc_hd__o2111ai_1 | 54 |
| sky130_fd_sc_hd__nand2_4 | 34 |
| sky130_fd_sc_hd__mux4_2 | 1228 |
| sky130_fd_sc_hd__nor2_2 | 775 |
## where the power goes
| group | switching, mW | total (mW) | leakage, nW | internal (mW) |
|---|---|---|---|---|
| clock network | 2.65 | 6.31 | 26.3 | 3.66 |
| logic | 0.504 | 0.698 | 66.1 | 0.194 |
| registers | 0.000871 | 7.76 | 147 | 7.76 |
Power and IR drop assume default switching activity.
